[flow/run.sh]
#!/bin/bash
# OpenROAD 26Q1-2900-gdf79404cd8, Yosys 0.63+post, stock flow scripts
make -C /OpenROAD-flow-scripts/flow DESIGN_CONFIG=/design/flow/config.mk WORK_HOME=/design/flow/orfs finish
[flow/constraint.sdc]
current_design shiftreg16b8tap

set clk_period 1.0
set clk_io_pct 0.2

create_clock -name clk0 -period $clk_period [get_ports {ck}]

set non_clock_inputs [all_inputs -no_clocks]
set_input_delay [expr $clk_period * $clk_io_pct] -clock clk0 $non_clock_inputs
set_output_delay [expr $clk_period * $clk_io_pct] -clock clk0 [all_outputs]
[flow/design.v]
module shiftreg16b8tap(ck,reset,Din,Dout);
    input wire ck,reset; 
    input wire [15:0] Din;
    output wire [15:0] Dout;
    reg [15:0] D [7:0];  
    integer k;  
    always @(posedge ck, posedge reset) begin
        if (reset)
            for (k=0; k<8 ; k=k+1) D[k] <= 16'h0000;
        else begin
            for (k=7; k>0 ; k=k-1) D[k]<=D[k-1];
            D[0]<=Din;
        end
    end
    assign Dout=D[7];
endmodule
[flow/config.mk]
export PLATFORM = sky130hd
export DESIGN_NAME = shiftreg16b8tap
export DESIGN_NICKNAME = shiftreg16b8tap
export VERILOG_FILES = /design/flow/design.v
export SDC_FILE = /design/flow/constraint.sdc
export NUM_CORES = 4
export LEC_CHECK = 1
export CORE_UTILIZATION = 50
==> GITHUB_STEP_SUMMARY <==
## Implementation flow summary

| Metric | Value |
|---|---|
| CP startpoint | `D[7][12]$_DFF_PP0_` |
| Crit path DRT | `0.80 ns` |
| Fill count | `357` |
| CP Class | `reg2out` |
| Crit-path cells | `buf_2` |
| Yosys cell count | `129` |
| Adder-Cell Fraction of Synth Area | `0%` |
| Syn Area/Cell | `24.86 um^2` |
| GRT overflow | `0` |
| Kind of cell adding the most delay to the critical path | `flip-flops` |
| Die Span Y | `82.09 um` |
| Tot GR Track Use | `12.25%` |
| Post-DR vias/cell | `4.309` |
| Layout cells sized above 1 | `25.62%` |
| Vias in the first global route | `1,280` |
| Synth area leader | `dfrtp_1` |
| Placed cells | `246` |
| Final WL | `3.166 mm` |
| Top flop regs | `D (128)` |
| Layout area overhead | `32.70%` |
| Failing checks | `setup timing` |
| Tool warnings | `28` |
| Reg2reg start | `D[4][4]$_DFF_PP0_` |
| Initial antenna violation count | `0` |
| Rows | `28` |
| Crit path capture type | `output pin` |
| Hold_buf cts | `0` |
| Slew HR | `77.17%` |
| Max FO, Critical Path | `1` |
| Pre-Place Util | `52.91%` |
| Gate Count Post-Synth | `129` |
| Worst Hold Class | `in2async` |
| Setup total negative slack | `-2.323 ns` |
| Core Footprint | `0.006061 mm^2` |
| Yosys reg bits | `128` |
| Starting DRC count in detailed routing | `36` |
| Slack of the critical path | `-0.1706 ns` |
| Pin count of the biggest net entering global routing | `29` |
| Status | `finished, violations left` |
| Clock skew | `0.003873 ns` |
| Max reg flops | `128` |
| XOR/XNOR Fraction of Synth Area | `0%` |
| Setup-failing EPs final | `16` |
| Cell Type Count | `2` |
| First-pass GRT wire length | `5.658 mm` |
| Hold Vio Cnt, Final | `0` |
| Critical Path Max Stage Delay | `0.37 ns` |
| Skew-Pair Late Insertion Delay | `0.49 ns` |
| # Max-Cap Violations | `0` |
| Multi-input gates | `0` |
| Period utilization | `117.1%` |
| Pre-Repair DR Iteration Count | `4` |
| Non-filler cells, final | `278` |
| PortBufs | `33` |
| Dominant comb cell | `buffers and inverters` |
| Logic area | `0 um^2` |
| Max Slew Vio Count | `0` |
| Fmax | `854.3 MHz` |
| Drt drc | `0` |
| Die area | `0.006738 mm^2` |
| Simple Share, Synth | `0%` |
| Arrival time at the worst endpoint | `0.97 ns` |
| Final min period | `1.171 ns` |
| Diode count | `0` |
| Slowest cell on crit path | `dfrtp_1` |
| Clock Path Buffers | `2` |
| Top cells by area | `dfrtp_1 (100%), inv_1 (0.12%)` |
| Yosys Warn Count | `2` |
| Largest reg by FF count | `D` |
| Post-DRT Antenna Nets | `0` |
| Fin util | `70.21%` |
| Worst-path clk slew | `0.05 ns` |
| RePlAce Congestion | `0.6676` |
| Hpwl dp | `1.652 mm` |
| Routed WL per cell | `11.39 um` |
| Area leader share | `99.88%` |
| Top-Level Pins | `34` |
| MUX area fraction | `0%` |
| Area fraction in compound gates | `0%` |
| Worst reg2reg path depth | `0` |
| Yosys chip area | `0.003207 mm^2` |
| Die X | `82.09 um` |
| Worst-Margin Slew | `0.3418 ns` |
| Seq/Total Area, Yosys | `99.88%` |
| CTS H-tree depth | `4` |
| Worst path bufs/invs | `1` |
| LEAKAGE | `1.969 nW` |
| RSZ-0062 raised after global routing | `true` |
| Clock root buffer | `clkbuf_8` |
| Clock Sinks | `128` |
| Peak supply drop | `1.673 mV` |
| CTS tree | `yes` |
| Mapped Area | `0.003207 mm^2` |
| Vias | `1,198` |
| Total CTS buffers | `17` |
| CP Depth | `1` |
| P per Cell Area | `2664 mW/mm^2` |
| Startpoint type of the worst setup path | `register` |
[kinds of logic after synthesis]
| group | count (synthesis) |
|---|---|
| flops | 128 |
| buf+inv | 1 |
[placed cells by master (no fill, tap or decap), drive strengths merged]
master / synthesis / layout
dfrtp: 128 / 128
clkbuf: 0 / 26
buf: 0 / 25
clkdlybuf4s50: 0 / 17
clkinv: 0 / 4
bufinv: 0 / 2
clkinvlp: 0 / 1
[layout make-up]
type | instances | area (um^2) | area share, %
sequential | 128 | 3203 | 75.27
clock buffer | 26 | 478.0 | 11.23
timing repair buffer | 42 | 392.9 | 9.233
tap | 75 | 93.84 | 2.205
clock inverter | 6 | 80.08 | 1.882
inverter | 1 | 7.507 | 0.1764
[metrics by stage]
stage / cell area, um^2 / total power, mW / hold WS, ns / setup WS (ns)
final: 4255 / 11.33 / 0.04737 / -0.1706
after global routing: 4255 / 11.80 / 0.03988 / -0.2212
after CTS: 4255 / 11.49 / 0.02521 / -0.2056
after detailed placement: 3777 / 5.880 / 0.3347 / 0.01802
after global placement: 3777 / 5.854 / 0.3312 / 0.02663
after floorplan: 3211 / 5.646 / 0.2314 / -0.7812
[repair_timing]
| item | in CTS | in global routing |
|---|---|---|
| pin swaps | 0 | 0 |
| resized | 48 | 0 |
| gates cloned | 0 | 0 |
| endpoints found under the setup margin | 16 | 16 |
| setup buffers | 0 | 0 |
[synth_stat cells]
cell       n
dfrtp_1  128
inv_1      1
[final timing paths]
path,end,slack [ns]
setup reg to reg,D[5][4]$_DFF_PP0_,0.52
hold reg to reg,D[5][2]$_DFF_PP0_,0.34
max in group asynchronous,D[5][3]$_DFF_PP0_,0.53
hold / removal,D[6][9]$_DFF_PP0_,0.05
min in group clk0,D[0][3]$_DFF_PP0_,0.14
setup / recovery,Dout[12],-0.17
[where the power goes]
group	leakage [nW]	internal [mW]	switching (mW)
Combinational	0.200	0.132	0.113
Sequential	1.49	5.45	0.0635
Clock	0.277	3.72	1.86
Total	1.97	9.30	2.03
[layer usage]
layer / GRT usage [%] / routed length, um / up-vias
li1: - / - / 524
met1: 19.08 / 1374 / 613
met2: 16.78 / 1422 / 54
met3: 6.313 / 309 / 7
met4: 2.807 / 60 / 0
met5: 0 / 0 / -
Power is estimated from default activity; no workload was simulated.
