===== design/flow/run.sh =====
#!/bin/bash
# OpenROAD 26Q1-2900-gdf79404cd8, Yosys 0.63+post, stock flow scripts
make -C /OpenROAD-flow-scripts/flow DESIGN_CONFIG=/design/flow/config.mk WORK_HOME=/design/flow/orfs finish

===== design/flow/config.mk =====
export PLATFORM = sky130hd
export DESIGN_NAME = LUT51
export DESIGN_NICKNAME = LUT51
export VERILOG_FILES = /design/flow/design.v
export SDC_FILE = /design/flow/constraint.sdc
export NUM_CORES = 4
export LEC_CHECK = 1
export CORE_AREA = 10 10 70 70
export DIE_AREA = 0 0 80 80

===== design/flow/constraint.sdc =====
current_design LUT51

set clk_period 1.0
set clk_io_pct 0.2

create_clock -name clk0 -period $clk_period

set non_clock_inputs [all_inputs -no_clocks]
set_input_delay [expr $clk_period * $clk_io_pct] -clock clk0 $non_clock_inputs
set_output_delay [expr $clk_period * $clk_io_pct] -clock clk0 [all_outputs]

===== design/flow/design.v =====
module LUT51 (A,Y);
    input wire [4:0] A;
    output wire Y;
    assign Y = ((~A[4] & ~A[3] & ~A[2] & ~A[1] & ~A[0]) | 
    (~A[4] & ~A[3] & A[2] & ~A[1] & A[0]) |     
    (~A[4] & ~A[3] & A[2] & A[1] & A[0]) |      
    (~A[4] & ~A[3] & A[2] & ~A[1] & A[0]) |     
    (~A[4] & A[3] & A[2] & ~A[1] & ~A[0]) |     
    (~A[4] & A[3] & A[2] & ~A[1] & A[0]) |      
    (~A[4] & A[3] & A[2] & A[1] & A[0]) |       
    (A[4] & ~A[3] & ~A[2] & ~A[1] & ~A[0]) |    
    (A[4] & ~A[3] & ~A[2] & A[1] & A[0]) |      
    (A[4] & ~A[3] & A[2] & ~A[1] & ~A[0]) |    
    (A[4] & A[3] & ~A[2] & A[1] & ~A[0]) |    
    (A[4] & A[3] & A[2] & A[1] & A[0]));
endmodule

==> impl_metrics.py <==
# Auto-generated metrics
metrics = {
    "setup_path": {
        "cp_slowest_cell": "a221oi_2",
        "cp.depth": 5,
        "required_ps": 800,
        "endpoint_kind": "output port",
        "cp_max_fo": 4,
        "critical_path_class": "in2out",
        "cp.arrival_ps": 930,
        "critPathLaunch": "A[1]",
        "path_buffers": 2,
        "setup.worst_path.end": "Y",
        "start_kind": "input pin",
        "path_cells": "buf_8, and4bb_1, a221oi_2, nand2_1, buf_2",
        "cpLargestDelayFamily": "simple AND/OR/NAND/NOR gates",
        "cpPeakStageDelay_ps": 230,
    },
    "timing": {
        "setup_viol": 1,
        "layout_min_cycle_time_ps": 1125,
        "hold_viol_final": 0,
        "fin_ws_ps": -125.3,
        "rsz0062_at_grt": "true",
        "fmax_mhz": 888.6,
        "fin_tns_setup_ps": -125.3,
        "fin_crit_sh_pct": 112.5,
        "max-slew-margin-rel_pct": 85.09,
        "tightest_slew_ps": 223.1,
        "slew_violations": 0,
    },
    "synthesis": {
        "yosys_warnings": 0,
        "synth_cells": 11,
        "synth_seq_share_pct": 0,
        "ys_cells": 11,
        "synthTopCellsByArea": "and4bb_1 18%, o21ai_0 14%, a221oi_1 12%",
        "ys_area_um2": 71.32,
        "synth_top_area_share_pct": 17.54,
        "synth.avg_cell_area_um2": 6.483,
        "yosys.area.top_type": "and4bb_1",
        "synth_area_um2": 71.32,
        "synthDistinctLibCells": 9,
    },
    "detailed_routing": {
        "drt_wl_total_um": 316,
        "ant_nets": 0,
        "vias": 120,
        "first_pass_iters": 2,
        "drt_iter0_drc": 1,
        "wl_per_cell_um": 4.862,
        "vias_per_cell": 1.846,
        "n_antenna_cell": 0,
        "drc": 0,
    },
    "final_layout": {
        "seq_area_um2": 0,
        "seq_cells": 0,
        "final_cells": 65,
        "combGateArea_um2": 83.83,
        "drive_gt1_share_pct": 52.63,
        "n_clock_buffer": 0,
        "num-fill-cells": 405,
        "final_cell_area_um2": 212.7,
        "area.growth.synth_to_final_pct": 198.2,
    },
    "pwr": {
        "sw_frac_of_total_pct": 37.77,
        "p_leak_uw": 0.00007191,
        "power_uw": 59.08,
        "clkPwrFrac_pct": 0,
        "power_frac_comb_pct": 100.0,
        "peakVddDrop_mv": 0.02016,
        "internal_power_uw": 36.76,
        "seqPwrFrac_pct": 0,
        "netSwitchingPower_uw": 22.31,
        "powerDensity_nw_per_um2": 277.7,
    },
    "floorplan": {
        "fp-utilization_pct": 2.088,
        "design.core.area_um2": 3416,
        "io-pin-count": 6,
        "die-area_um2": 6400,
        "dieHeight_um": 80,
        "die_w_um": 80,
        "rows": 21,
    },
    "placed_design": {
        "postPlaceCellArea_um2": 196.4,
        "numPortBuffers": 6,
        "place_congestion": 0.7274,
        "dp_slack_ps": -993.3,
        "placed_cells": 64,
        "dpl.hpwl_um": 252.6,
    },
    "global_route": {
        "grt_pass1_wl_um": 496,
        "grt_max_degree": 7,
        "antenna_found_initial": 0,
        "grt_pass1_vias": 112,
        "grtUsageTotal_pct": 0.9005,
        "gr-total-overflow": 0,
    },
    "job": {
        "warnings": 34,
        "max-cap-violations": 0,
    },
    "status": {
        "status": "finished with violations",
        "violations": "negative setup slack",
    },
    "worst_hold_path": {
        "hp-start": "A[2]",
        "hp-class": "in2out",
    },
}
## worst min path at each step
stage                 endpoint  slack [ps]  depth (start not counted)
after CTS                    Y         740                          4
after global routing         Y         780                          4
final                        Y         720                          4
## power by group through the flow
stage     registers (uW)  clock network, uW  logic, uW
6_report               0                  0       59.1
5_1_grt                0                  0       65.5
4_1_cts                0                  0       59.2
## final cells by class
| class | instances | area share (%) |
|---|---|---|
| multi-input cells | 11 | 39.41 |
| well taps | 46 | 27.06 |
| repair buffers | 8 | 33.53 |
## cell usage after synthesis
cell type / number
nand3_1: 1
a221oi_1: 1
nor2_1: 1
nor3b_1: 1
o21ai_0: 2
nand2_1: 2
and4bb_1: 1
nor4b_1: 1
a21boi_0: 1
## cells by family after synthesis
logic type      share of synthesized area, %
simple gates                           63.15
compound gates                         36.85
## routing by layer
| layer | vias to the layer above | share of wire [%] | GRT usage [%] |
|---|---|---|---|
| met5 | - | 0 | 0 |
| met4 | 0 | 0 | 0 |
| li1 | 61 | - | - |
| met1 | 54 | 56 | 1.121 |
| met3 | 0 | 5.4 | 0.1136 |
| met2 | 5 | 38 | 1.685 |
## cells in the final DEF, fill, tap and decap left out
cell      n
buf_4     2
nand3_1   1
buf_2     3
and4bb_1  1
o21ai_1   1
buf_8     2
nor2_1    1
nor3b_1   1
buf_6     1
a221oi_2  1
nand2_1   2
o21ai_0   1
nor4b_2   1
a21boi_0  1
## what timing repair did
| action | in CTS | in global routing |
|---|---|---|
| endpoints found under the setup margin | 1 | 1 |
| hold endpoints to repair | 0 | 0 |
| setup buffers | 1 | 0 |
| hold buffers | 0 | 0 |
| pin swaps | 3 | 1 |
| resized | 33 | 1 |
## metrics by stage
stage / utilization [%] / hold slack, ps
6_report: 6.227 / 721.7
5_1_grt: 6.227 / 777.6
4_1_cts: 6.227 / 739.3
3_5_place_dp: 5.751 / 1418
3_3_place_gp: 5.751 / 1421
2_1_floorplan: - / 475.2
No activity file was given, so power comes from the tool's default toggle rates.
