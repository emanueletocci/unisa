==> ./design.v <==
module fadder8of(A,B,Y0,Y1);
	input wire [7:0] A,B;
	output wire [6:0] Y0,Y1;		 
	wire ov;
	wire [7:0] S;
	wire [7:0] Y0d, Y1d;
	assign {ov, S} = A+B;		 
	display7seg dig1(.A(S[3:0]), .Y(Y0d));
	display7seg dig2(.A(S[7:4]), .Y(Y1d));
	assign Y0 = (ov) ? 7'b0110110 : Y0d;	 
	assign Y1 = (ov) ? 7'b0110110 : Y1d;
endmodule
module display7seg(A,Y);
    input wire [3:0] A;
    output reg [7:0] Y;
    always @(A) 
    begin
        case(A)
        4'b0000 : Y<=7'b1000000;  
        4'b0001 : Y<=7'b1111001;  
        4'b0010 : Y<=7'b0100100;  
        4'b0011 : Y<=7'b0110000;  
        4'b0100 : Y<=7'b0011001;  
        4'b0101 : Y<=7'b0010010;  
        4'b0110 : Y<=7'b0000010;  
        4'b0111 : Y<=7'b1011000;  
        4'b1000 : Y<=7'b0000000;  
        4'b1001 : Y<=7'b0010000;  
        4'b1010 : Y<=7'b0001000;  
        4'b1011 : Y<=7'b0000011;  
        4'b1100 : Y<=7'b1000110;  
        4'b1101 : Y<=7'b0100001;  
        4'b1110 : Y<=7'b0000110;  
        4'b1111 : Y<=7'b0001110;  
        default : Y<=7'b0000000;  
        endcase
    end
endmodule
==> ./run.sh <==
#!/bin/bash
# OpenROAD 26Q1-2900-gdf79404cd8, Yosys 0.63+post, stock flow scripts
make -C /OpenROAD-flow-scripts/flow DESIGN_CONFIG=/design/flow/config.mk WORK_HOME=/design/flow/orfs finish
==> ./config.mk <==
export PLATFORM = sky130hd
export DESIGN_NAME = fadder8of
export DESIGN_NICKNAME = fadder8of
export VERILOG_FILES = /design/flow/design.v
export SDC_FILE = /design/flow/constraint.sdc
export NUM_CORES = 4
export LEC_CHECK = 1
export CORE_AREA = 10 10 70 70
export DIE_AREA = 0 0 80 80
==> ./constraint.sdc <==
current_design fadder8of

set clk_period 10.9
set clk_io_pct 0.2

create_clock -name clk0 -period $clk_period

set non_clock_inputs [all_inputs -no_clocks]
set_input_delay [expr $clk_period * $clk_io_pct] -clock clk0 $non_clock_inputs
set_output_delay [expr $clk_period * $clk_io_pct] -clock clk0 [all_outputs]
==> run summary <==
Results of the implementation run.

The slowest stage of the critical path is the sky130_fd_sc_hd__xor2_1 cell. The switching portion of total power came out at 46.6%. The instance count after placement with tap cells included came out at 205. Counting the warning lines in the Yosys log gives 1.

Before placement the cells fill 27.9% of the core. The share of total power dissipated in sequential elements is 0%. The number of clock buffers in the layout came out at 0. The count of buffers added by post-CTS timing repair for setup came out at 0. The synthesized netlist occupies a cell area of 953 sq um.

The highest attainable clock frequency came out at 0.129 GHz. The number of rows in the core area is 21. The via density per instance came out at 5.06.

Data on the critical path arrives at its endpoint at 5.58 ns. The clock period minus worst slack is 7.76 ns. The violation count after the first detailed-route iteration is 43. After synthesis, the netlist uses 43 different library cells. The final-layout worst hold slack is 5.59 ns. The total of cells resized after clock tree synthesis is 0.

The worst relative slew slack came out at 55.0%. The flow reports that combinational logic draws 100.0% of the design power. The final antenna diode count came out at 0. In the hold timing report, the worst path depth is 5. Setup repair after global routing left no endpoint under its margin. The top cell type's share of synthesized area is 22.3%. Per the detail_route report, DRC violations left total 0. Sorting the synthesized cells by area gives the leading types as sky130_fd_sc_hd__ha_1, sky130_fd_sc_hd__nand2_1, sky130_fd_sc_hd__nor2_1, sky130_fd_sc_hd__nand3_1, sky130_fd_sc_hd__a21o_1. The combined buffer and inverter count along the critical path came out at 3. Warnings raised by the tools during the run amount to 38. The count of cell instances traversed by the critical path came out at 12. The number of buffer cells added on primary ports is 30. The die outline height is 80 um. Sorting the Yosys area breakdown by cell type puts at the top sky130_fd_sc_hd__ha_1.

The commonest cells after synthesis are sky130_fd_sc_hd__ha_1, sky130_fd_sc_hd__nand2_1, sky130_fd_sc_hd__nor2_1, sky130_fd_sc_hd__inv_1, sky130_fd_sc_hd__nand3_1. Walking the worst path, the cells encountered are clkdlybuf4s50_1 -> ha_1 -> inv_1 -> fa_1 -> nand2b_1 -> a21oi_1 -> xor2_1 -> ha_1 -> nor3_1 -> nor3_1 -> nor3_1 -> clkdlybuf4s50_1. Overall routing resource usage recorded by global route was 7.83%. The synthesized netlist has a Yosys-reported chip area of 953 sq um. The post-route netlist has 4.40% of its cells at a drive strength greater than 1.

The total overflow reported by the global router came out at 0. The switching component of the power is 0.0520 mW. The peak per-stage delay on the critical path is 0.51 ns.

By instance count, the cell type seen most on the critical path is sky130_fd_sc_hd__nor3_1. The floorplan step set the die width to 80 um. Data on the critical path is required at its endpoint by 8.72 ns. The largest delay contributor family on the critical path is buffers and inverters. After floorplanning, the die was sized to cover 6400 sq um. The total of hold buffers inserted after clock tree synthesis came out at 0. The path class of the lowest-slack min-delay path is in2out. The capturing element type of the critical path is an output port. The final non-filler cell total is 205.

The number of sequential cells is 0. Leaving out buffers and inverters, the combinational logic in the layout accounts for 895 sq um. The final weighted congestion in routability-driven placement is 0.850. The final HPWL from detailed placement came out at 2140 um. The final report lists the setup-violating endpoint count as 0. The first global-routing pass estimated 4370 um of wire.

The area growth from synthesis to layout is 35.7%. The flip-flop and latch area came out at 0 sq um. The share of synthesized area occupied by flip-flops and latches came out at 0%. The slew of the pin with the lowest slew margin came out at 0.667 ns. The number of antenna violations at the first check in global routing came out at 0. The final max-slew violation count came out at 0. The worst-case IR drop observed on VDD is 0.0334 mV. The startpoint class of the critical path is an input pin. The final hold violation count came out at 0. sky130_fd_sc_hd__ha_1 is the most common cell in the netlist. The run finished with clean final reports.

The number of global-route vias before repair came out at 1027. The total of fill cells in the finished design is 378. The mean post-synth cell area came out at 7.22 sq um.

Per the post-route antenna check, the number of violating nets is 0. The power density over the cells is 86.2 nW/um^2. The via total after detailed routing came out at 1037. The worst path uses 71.2% of the clock period. The setup TNS after final layout is 0 ns. The final wirelength came out at 2470 um. The core box area came out at 3420 sq um. According to the I/O placement log, the pin count is 30.

The pin count of the biggest net entering global routing came out at 16. The reported max-cap violation count came out at 0. Summed over all cells, the static leakage comes to 0.550 nW. In the Yosys report the total cell count is 132.

Counting every instance in the synthesized netlist gives 132. The internal power of the cells totals 0.0596 mW. The highest fanout seen on the critical path is 9. The post-detailed-route wirelength per cell is 12.0 um. The count of TritonRoute iterations in the first routing pass is 4. The start-to-end type of the worst setup path is in2out. The relative contribution of the clock network to total power came out at 0%.
[final cells by class]
| cell class | instances | area share, % |
|---|---|---|
| multi-input combinational | 119 | 69.1 |
| inverter | 9 | 2.61 |
| timing repair buffer | 31 | 23.8 |
| tap | 46 | 4.45 |
[power groups by stage]
stage	Clock [mW]	Combinational [mW]	Sequential (mW)
after CTS	0	0.113	0
after global routing	0	0.126	0
final	0	0.112	0
[layout by cell type (no fill, tap or decap), types with 2 or more instances in the layout]
cell type,count
sky130_fd_sc_hd__o21ai_0,2
sky130_fd_sc_hd__clkdlybuf4s50_1,30
sky130_fd_sc_hd__o311ai_0,2
sky130_fd_sc_hd__or2_1,2
sky130_fd_sc_hd__ha_1,17
sky130_fd_sc_hd__a21o_1,5
sky130_fd_sc_hd__a211oi_1,3
sky130_fd_sc_hd__a211o_1,3
sky130_fd_sc_hd__nand2b_1,3
sky130_fd_sc_hd__inv_1,9
sky130_fd_sc_hd__nor3_1,7
sky130_fd_sc_hd__o21ai_1,2
sky130_fd_sc_hd__nand2_1,13
sky130_fd_sc_hd__xnor2_1,2
sky130_fd_sc_hd__mux2_2,2
sky130_fd_sc_hd__xor2_1,3
sky130_fd_sc_hd__nor2_1,13
sky130_fd_sc_hd__a21oi_1,7
sky130_fd_sc_hd__a31oi_1,2
sky130_fd_sc_hd__a311o_1,2
sky130_fd_sc_hd__nand3_1,8
sky130_fd_sc_hd__and2_1,2
[metrics by stage]
stage	cell area (sq um)	worst slack, ns	utilization [%]	power [mW]
after global routing	1290	2.95	37.9	0.126
after CTS	1290	3.15	37.9	0.113
final	1290	3.14	37.9	0.112
after floorplan	953	4.51	-	0.0695
after detailed placement	1290	3.15	37.9	0.113
after global placement	1290	3.20	37.9	0.112
[layer usage]
metal  part of all wire, %  wire length, um  track usage [%]
met5                     0                0                0
met4                  0.69               17            0.528
met3                   6.5              160             1.70
met2                    47             1150             14.4
met1                    46             1140             9.37
[logic make-up (layout without fill, tap and decap cells)]
logic type | Yosys count | count (layout) | synth area share [%]
AND/OR/NAND/NOR | 53 | 53 | 26.5
AND-OR/OR-AND | 40 | 40 | 34.9
buffers and inverters | 13 | 40 | 6.17
multiplexers | 3 | 3 | 3.41
adder cells (fa/ha/maj) | 18 | 18 | 24.4
XOR/XNOR | 5 | 5 | 4.59
[worst min-delay path, cell delays in order]
cell and delay [ns]:
sky130_fd_sc_hd__clkdlybuf4s50_1 0.45, sky130_fd_sc_hd__ha_1 0.15, sky130_fd_sc_hd__nor2b_1 0.08, sky130_fd_sc_hd__o221ai_1 0.08
sky130_fd_sc_hd__clkdlybuf4s50_1 0.46
[final timing paths]
| path | start | end | slack [ns] |
|---|---|---|---|
| setup / recovery | A[0] | Y1[3] | 3.14 |
| hold / removal | B[7] | Y1[4] | 5.59 |
Power and IR drop assume default switching activity.
